==> ./config.mk <==
export PLATFORM = sky130hd
export DESIGN_NAME = memory_game
export DESIGN_NICKNAME = memory_game
export VERILOG_FILES = /design/flow/design.v
export SDC_FILE = /design/flow/constraint.sdc
export NUM_CORES = 4
export LEC_CHECK = 1
export CORE_UTILIZATION = 50
==> ./constraint.sdc <==
current_design memory_game

set clk_period 3.8
set clk_io_pct 0.2

create_clock -name clk0 -period $clk_period [get_ports {CLOCK_50}]

set non_clock_inputs [all_inputs -no_clocks]
set_input_delay [expr $clk_period * $clk_io_pct] -clock clk0 $non_clock_inputs
set_output_delay [expr $clk_period * $clk_io_pct] -clock clk0 [all_outputs]
==> ./design.v <==
module memory_game(SW, KEY, CLOCK_50, LEDR, HEX0);
    input [9:0] SW;
    input [3:0] KEY;
    input CLOCK_50;
    output [9:0] LEDR;
    output [6:0] HEX0;
    wire [3:0] state_display;
    game_core G0(
        .clk(CLOCK_50),
        .reset(SW[0]),
        .note_inputs(KEY[3:0]),
        .note_outputs(LEDR[3:0]),
        .state_display(state_display)
    );
    hex_decoder H0(
        .hex_digit(state_display[3:0]),
        .segments(HEX0)
    );
endmodule
module game_core(
    input clk,
    input reset,
    input [3:0] note_inputs,
    output reg [3:0] note_outputs,
    output [3:0] state_display
    );
    wire w1, w2, w3, w4, w5, w6, w7, w8;
    reg [15:0] current_level = 16'b0001_0010_0100_1000;
    reg [3:0] current_level_length = 4;
    wire [3:0] playback_out;
    wire [3:0] response_out;
    controller C0(
        .clk(clk),
        .reset(reset),
        .current_state(state_display),
	.enable_check(w8),
        .done_playback(w1),
        .done_response(w2),
        .made_mistake(w3),
	.key_pressed(w7),
        .load_level(w4),
        .start_playback(w5),
        .start_response(w6)
    );
    playback P0(
        .clk(clk),
        .reset(reset),
        .load_level(w4),
        .level_data(current_level),
        .level_length(current_level_length),
        .start_playback(w5),
        .note_outputs(playback_out),
        .done_playback(w1)
    );
    response R0(
        .clk(clk),
        .reset(reset),
        .note_inputs(note_inputs),
        .load_level(w4),
        .level_data(current_level),
        .level_length(current_level_length),
        .start_response(w5),
	.key_pressed(w7),
        .enable_check(w8),
        .note_outputs(response_out),
        .done_response(w2),
        .made_mistake(w3)
    );
    always@(*)
    begin
       if (w1)
    	   note_outputs = note_inputs;
       else
           note_outputs = playback_out;
    end
endmodule
module controller (
    input clk,
    input reset,
    output reg [3:0] current_state,
    input done_playback,
    input done_response,
    input made_mistake,
    input key_pressed,
    output reg start_playback,
    output reg start_response,
    output reg load_level,
    output reg enable_check
    );
    reg [3:0] next_state;
    localparam  START         = 4'd0,
                LOAD          = 4'd1,
                CHALLENGE     = 4'd2,
                WAIT_RESPONSE = 4'd3,
		            RCV_RESPONSE  = 4'd4,
                WON           = 4'd5,
                LOST          = 4'd6;
    always@(*)
    begin: state_table
            case (current_state)
                START: next_state = LOAD;
                LOAD: next_state = CHALLENGE;
                CHALLENGE: next_state = done_playback ? WAIT_RESPONSE : CHALLENGE;
            		WAIT_RESPONSE:
            		   begin
            			if (done_response)
                                        next_state = WON;
            			else if (made_mistake)
            			    next_state = LOST;
            			else if (key_pressed)
            			    next_state = RCV_RESPONSE;
            			else
            			    next_state = WAIT_RESPONSE;
            		   end
                RCV_RESPONSE:
                    begin
			if (done_response)
			    next_state = WON;
                        else if (made_mistake)
                            next_state = LOST;
                        else
                            next_state = WAIT_RESPONSE;
                    end
                LOST: next_state = LOST;
                WON: next_state = WON;
            default: next_state = START;
        endcase
    end
    always @(*)
    begin: enable_signals
        start_playback = 1'b0;
        start_response = 1'b0;
        load_level = 1'b0;
	enable_check = 1'b0;
        case (current_state)
            START: begin
                end
            LOAD: begin
                load_level = 1'b1;
                end
            CHALLENGE: begin
                start_playback = 1'b1;
                end
            WAIT_RESPONSE: begin
                start_response = 1'b1;
                end
	    RCV_RESPONSE: begin
		enable_check = 1'b1;
		end
            LOST: begin
                end
            WON: begin
                end
        endcase
    end
    always@(posedge clk)
    begin: state_FFs
        if(reset)
            current_state <= START;
        else
            current_state <= next_state;
    end
endmodule
module response (
    input clk,
    input reset,
    input [15:0] level_data,
    input [3:0] level_length,
    input [3:0] note_inputs,
    input load_level,
    input start_response,
    input enable_check,
    output reg [3:0] note_outputs,
    output reg done_response,
    output reg made_mistake,
    output key_pressed
    );
    wire [3:0] correct_note;
    wire [3:0] response_counter_state;
    assign key_pressed = (| note_inputs);
    shifter RESPONSE_SHIFTER (
        .clock(clk),
        .enable(enable_check),
        .load(load_level),
        .reset(reset),
        .data(level_data),
        .out(correct_note));
    counter RESPONSE_COUNTER (
        .clock(clk),
        .reset(reset),
	.load(load_level),
        .max(level_length),
        .enable(enable_check),
        .q(response_counter_state));
    always@(posedge enable_check)
    begin
        if(correct_note == note_inputs)
            made_mistake <= 1'b0;
        else
            made_mistake <= 1'b1;
    end
    always@(*)
    begin
            if (response_counter_state == 4'b0000)
                done_response <= 1'b1;
            else
                done_response <= 1'b0;
    end
endmodule
module playback (
    input clk,
    input reset,
    input [15:0] level_data,
    input [3:0] level_length,
    input load_level,
    input start_playback,
    output [3:0] note_outputs,
    output reg done_playback
    );
    wire [31:0] period =  2;  
    wire shifter_enable;
    wire [31:0] ratedivider_out;
    wire [3:0] playback_note;
    wire [3:0] playback_counter_state;
    assign shifter_enable = ((ratedivider_out == 0) && start_playback) ? 1 : 0;
    ratedivider A0 (
        .clock(clk),
        .period(period),
        .reset(reset),
        .q(ratedivider_out));
    shifter PLAYBACK_SHIFTER (
        .clock(clk),
        .enable(shifter_enable),
        .load(load_level),
        .reset(reset),
        .data(level_data),
        .out(playback_note));
    assign note_outputs = playback_note;
    counter PLAYBACK_COUNTER (
        .clock(clk),
        .load(load_level),
        .reset(reset),
        .max(level_length),
        .enable(shifter_enable),
        .q(playback_counter_state)
        );
    always@(*)
    begin
        if (playback_counter_state == 4'b0000)
            done_playback <= 1'b1;
        else
            done_playback <= 1'b0;
    end
endmodule
module hex_decoder(hex_digit, segments);
    input [3:0] hex_digit;
    output reg [6:0] segments;
    always @(*)
        case (hex_digit)
            4'h0: segments = 7'b100_0000;
            4'h1: segments = 7'b100_1110;  
            4'h2: segments = 7'b010_0100;
            4'h3: segments = 7'b011_0000;
            4'h4: segments = 7'b001_1001;
            4'h5: segments = 7'b001_0010;
            4'h6: segments = 7'b000_0010;
            4'h7: segments = 7'b111_1000;
            4'h8: segments = 7'b000_0000;
            4'h9: segments = 7'b001_1000;
            4'hA: segments = 7'b000_1000;
            4'hB: segments = 7'b000_0011;
            4'hC: segments = 7'b100_0110;
            4'hD: segments = 7'b010_0001;
            4'hE: segments = 7'b000_0110;
            4'hF: segments = 7'b000_1110;
            default: segments = 7'h7f;
        endcase
endmodule
module shifter(clock, enable, load, reset, data, out);
    input clock, enable, load, reset;
    input [15:0] data;
    output [3:0] out;
    reg [15:0] state;
    always @(posedge clock, posedge load, posedge reset)
    begin
        if (load)
            state = data;
        else if (reset)
            state = 0;
        else if (enable == 1'b1)
            state = state << 4;
    end
    assign out = state[15:12];
endmodule
module ratedivider (clock, period, reset, q);
    input clock;
    input reset;
    input [31:0] period;
    output reg [31:0] q;
    always @(posedge clock, posedge reset)
    begin
        if (reset)
            q <= period - 1;
        else
            begin
                if (q == 0)
                    q <= period - 1;
                else
                    q <= q - 1'b1;
        end
    end
endmodule
module counter (clock, reset, load, max, enable, q);
    input clock;
    input reset;
    input load;
    input [3:0] max;
    input enable;
    output reg [3:0] q;
    always @(posedge clock, posedge load, posedge reset)
    begin
        if (reset)
            q <= 0;
	else if (load)
	    q <= max;
        else if (enable == 1'b1)
            begin
                if (q == 0)
                    q <= max;
                else
                    q <= q - 1'b1;
            end
    end
endmodule
==> ./run.sh <==
#!/bin/bash
# OpenROAD 26Q1-2900-gdf79404cd8, Yosys 0.63+post, stock flow scripts
make -C /OpenROAD-flow-scripts/flow DESIGN_CONFIG=/design/flow/config.mk WORK_HOME=/design/flow/orfs finish
==> metrics.cfg <==
[outcome]
status = finished clean

[logic_synthesis]
area_leaders = dfrtp_1 36%, dfxtp_1 7.3%, xnor2_1 6.4%
netlist.area_leader.share_pct = 35.6
edf_count = 0
ys_types = 48
ys_area_sq_mm = 0.00303
synthCells = 308
ys_seq_share_pct = 48.0
syn_area_sq_mm = 0.00303
ff_type = dfrtp_1
avgSynthCellArea_sq_um = 9.83
ys_async_sr_fraction_pct = 81.4
common_cells = 46 x nor2_1, 43 x dfrtp_1, 28 x nand2_1
largest_area_cell = dfrtp_1
ys_cells = 308
ys_seq_elements = 59
yosys_warnings = 17
top_cell = nor2_1

[cts]
cts.repair.resized = 0
clockBufferDepth = 2
htreeDepth = 3
clkLatencyLatePin_ns = 0.33
ctsHoldBuffers = 0
tritoncts = yes
cts_setup_buffers = 0
cts.clk_slew.worst_paths_ns = 0.06
cts_root_buffer = clkbuf_8
cts_buffers = 9

[floorplanning]
coreArea_sq_mm = 0.00568
fp-row-count = 27
die_h_microns = 79.8
dieArea_sq_mm = 0.00637
die_x_microns = 79.8
io_pins = 32
initCoreUtil_pct = 53.3

[global_routing]
grt_pass1_vias = 1996
grt_start_max_net_pins = 33
grt-ovfl-total = 0
grt_pass1_wl_mm = 9.32
antenna_found_initial = 0
grt_usage_pct = 19.4

[worst_setup_path]
end_kind = output port
timing.rr.start = G0.P0.A0.q[10]
critical_path_class = reg2out
rrSetupSlack_ns = 1.27
cp.required_ns = 3.04
worstSetupStartpointType = flop
r2r_cells = 4
r2r_end = G0.P0.A0.q[31]
critPathMaxFanout = 6
cp.arrival_ns = 2.35

[final_layout]
n_fill_cell = 494
layout-drive-gt1-share_pct = 13.5
design_area_sq_mm = 0.00344
syn_to_final_growth_pct = 13.6

[placement]
place_congestion = 0.792
place_area_sq_mm = 0.00324
portBuffers = 16
hpwlAfterDp_mm = 3.82

[pwr]
power_density_mw_per_mm2 = 501
p_comb_share_pct = 23.5
intPower_mw = 1.23
swShare_pct = 28.8
seqPwrFrac_pct = 45.1
switchingPower_mw = 0.495
p_leak_nw = 1.71
clkPwrFrac_pct = 31.5
power.total_mw = 1.72
max-vdd-ir-drop_uv = 399

[final_timing]
finalMaxSlewViolations = 0
setup_viol = 0
period_needed_ns = 3.11
unclocked_pins = 1
fin_tns_setup_ns = 0
worst_pin_slew_ns = 0.793
slew_headroom_pct = 46.9
fin_crit_sh_pct = 81.7
finalClockSkew_ns = 0.0100
finalHoldViolCount = 0
rsz0062_at_grt = false
fmax_ghz = 0.322
unconstrained_endpoints = 1

[detailed_routing]
drt-total-wl_mm = 5.48
drcViolationCount = 0
dr.pass1.iters = 4
n_antenna_cell = 0
drt_iter0_drc = 70
drt-wirelength-per-cell_microns = 13.5
postRouteAntennaNets = 0
viasPerCell = 5.40
vias = 2189

[min_path]
hold_path_class = reg2async

[flow_run]
tool_warnings = 40
cap_violations = 0

-- final cells by class --
class	count	area (sq um)	area share, %
Inverter	8	30.0	0.874
Clock buffer	12	176	5.13
Timing Repair Buffer	20	190	5.53
Multi-Input combinational cell	230	1480	43.0
Sequential cell	59	1450	42.3
Clock inverter	4	21.3	0.619
Tap cell	72	90.1	2.62
-- cell families (layout without fill, tap and decap cells) --
group,after synthesis,after routing,share of synthesized area [%]
flops,59,59,48.0
simple gates,150,150,25.6
fa+ha+maj,4,4,1.65
mux,17,17,6.45
buf+inv,24,44,3.84
other cells,1,6,0.124
xor+xnor,27,27,7.81
compound gates,26,26,6.53
-- placed cells by master, fill, tap and decap left out, drive strengths merged, types with 3 or more instances in the layout --
cell           count
nor3              21
or4                7
xnor2             22
dfrtp             43
or3                6
nor4              15
ha                 4
dfxtp             11
nand2             28
clkdlybuf4s50     16
xor2               5
nor2              46
buf                4
inv                9
nand4              4
mux2              14
a21oi              7
conb               6
clkbuf            12
mux2i              3
nand3             10
o21ai              7
nand2b             3
dfbbp              4
clkinv             3
-- flip-flops by register name, indices dropped and copies added (netlist names) --
| name | cells |
|---|---|
| G0.P0.PLAYBACK_SHIFTER.state | 4 |
| G0.R0.RESPONSE_SHIFTER.state | 4 |
| G0.R0.made_mistake | 1 |
| HEX0 | 7 |
| G0.P0.PLAYBACK_COUNTER.q | 4 |
| G0.P0.A0.q | 32 |
| G0.C0.current_state | 3 |
| G0.R0.RESPONSE_COUNTER.q | 4 |
-- per-layer routing --
layer  global-route usage, %  up-vias  wire, microns
met1                    28.9     1034           2650
met4                    2.68        0             74
li1                        -     1123              -
met5                       0        -              0
met2                    30.7       24           2590
met3                    4.87        8            156
-- worst max-delay path, cell delays in order, from the launching register on --
cell,delay [ns]
dfrtp_1,0.43
nor4_1,0.60
buf_4,0.25
mux2_2,0.33
clkdlybuf4s50_1,0.41
-- stage by stage --
stage	std cells	hold WS, ns	worst slack, ns	utilization [%]
after floorplan	313	0.448	1.28	-
after global placement	389	0.460	0.586	57.1
after detailed placement	389	0.462	0.600	57.1
after CTS	405	0.480	0.655	60.6
after global routing	405	0.493	0.628	60.6
final	405	0.476	0.695	60.6
-- how the worst max path moves through the flow --
stage | endpoint | start
4_1_cts | LEDR[0] | G0.P0.PLAYBACK_COUNTER.q[0]
5_1_grt | LEDR[3] | G0.P0.PLAYBACK_COUNTER.q[0]
6_report | LEDR[0] | G0.P0.PLAYBACK_COUNTER.q[0]
-- power by group through the flow --
stage / clock, mW / combinational [mW] / sequential, mW
finish: 0.541 / 0.404 / 0.776
global route: 0.591 / 0.459 / 0.788
CTS: 0.559 / 0.411 / 0.776
Power figures rest on the tool's default switching activity, not on a simulated workload.
